`/design/flow/run.sh`:
```
#!/bin/bash
# OpenROAD 26Q1-2900-gdf79404cd8, Yosys 0.63+post, stock flow scripts
make -C /OpenROAD-flow-scripts/flow DESIGN_CONFIG=/design/flow/config.mk WORK_HOME=/design/flow/orfs finish
```
`/design/flow/config.mk`:
```
export PLATFORM = sky130hd
export DESIGN_NAME = STACK_BASED_ALU
export DESIGN_NICKNAME = STACK_BASED_ALU
export VERILOG_FILES = /design/flow/design.v
export SDC_FILE = /design/flow/constraint.sdc
export NUM_CORES = 4
export LEC_CHECK = 1
export CORE_UTILIZATION = 30
```
`/design/flow/constraint.sdc`:
```
current_design STACK_BASED_ALU

set clk_period 36.3
set clk_io_pct 0.2

create_clock -name clk0 -period $clk_period [get_ports {clk}]

set non_clock_inputs [all_inputs -no_clocks]
set_input_delay [expr $clk_period * $clk_io_pct] -clock clk0 $non_clock_inputs
set_output_delay [expr $clk_period * $clk_io_pct] -clock clk0 [all_outputs]
```
`/design/flow/design.v`:
```
module STACK_BASED_ALU #(parameter n = 32) (input signed [n-1:0] input_data,input clk,input rst,input [2:0] opcode,output reg signed [n-1:0] output_data,output reg overflow,output reg [4:0] sp);
    reg signed [n-1:0] stack [0:31];
    reg signed [2*n-1:0] real_res;
    reg signed  [2*n-1:0] se_out;
    reg signed  [2*n-1:0]  se_stacko;
    reg signed  [2*n-1:0]  se_stackt;
    integer i;
    always @(posedge clk or posedge rst) 
    begin
        if (rst) 
        begin
            sp = 0;
            output_data = 0;
            overflow = 0;
        end 
        else 
        begin
            case (opcode)
                3'b100: 
                begin  
                    if (sp >= 2) 
                    begin
                        output_data = stack[sp-1] + stack[sp-2];
                        se_out={ {n{output_data[n-1]}}, output_data };
                        se_stacko={ {n{stack[sp-1][n-1]}}, stack[sp-1] };
                        se_stackt={ {n{stack[sp-2][n-1]}}, stack[sp-2] };
                        real_res = se_stacko + se_stackt ;
                        if(real_res==se_out)
                        begin
                            overflow=0;
                        end 
                        else
                        begin
                            overflow=1;
                        end 
                    end 
                    else 
                    begin
                        overflow <= 0;
                    end
                end
                3'b101: 
                begin  
                    if (sp >= 2) 
                    begin
                        output_data = stack[sp-1] * stack[sp-2];
                        se_out={ {n{output_data[n-1]}}, output_data };
                        se_stacko={ {n{stack[sp-1][n-1]}}, stack[sp-1] };
                        se_stackt={ {n{stack[sp-2][n-1]}}, stack[sp-2] };
                        real_res = se_stacko * se_stackt ;
                        if(real_res==se_out)
                        begin
                            overflow=0;
                        end 
                        else
                        begin
                            overflow=1;
                        end 
                    end 
                    else 
                    begin
                        overflow <= 0;
                    end
                end
                3'b110: begin  
                    if (sp < 32) 
                    begin
                        stack[sp] <= input_data;
                        sp <= sp + 1;
                    end
                end
                3'b111: begin  
                    if (sp > 0) 
                    begin
                        output_data <= stack[sp-1]; 
                        stack[sp-1] = {n{0}};
                        sp <= sp - 1;
                    end
                end
                default: 
                begin 
                    output_data <= output_data;
                    overflow <= overflow;
                end
            endcase
        end
    end
endmodule
```
==> results.py <==
# Physical implementation metrics
metrics = {
    "status": {
        "run_status": "complete, no violations",
    },
    "logic_synthesis": {
        "synthTopCellsByArea": "edfxtp_1, fa_1, inv_1",
        "synthesized_area_per_cell_um2": 11.3,
        "seq_area_frac_synth": 0.380,
        "yosysTopAreaCellShare": 0.368,
        "synthTopCellsByCount": "fa_1, edfxtp_1, inv_1, nand2_1, a22oi_1",
        "synth.lib_cells_used.distinct": 81,
        "synth_stat.cells": 7388,
        "yosys_area_mm2": 0.0835,
        "postSynthRegisterBits": 1062,
        "edff_count_synth": 1024,
        "synth_top_flop_cell": "edfxtp_1",
        "asyncSetResetFlopFracSynth": 0.0358,
        "post_synth_inst_count": 7388,
        "mappedNetlistArea_mm2": 0.0835,
        "netlist.top_cell.by_instances": "fa_1",
        "yosys_warnings": 2,
        "yosysTopAreaCell": "edfxtp_1",
    },
    "grt": {
        "grt_pass1_wl_mm": 536,
        "antenna_violations_before_repair": 27,
        "maximum_number_of_pins_on_one_net_before_global_route_repair": 65,
        "globalRoute.totalOverflow": 0,
        "aggregate_global_route_resource_usage": 0.291,
        "vias_in_the_first_global_route": 71003,
    },
    "timing": {
        "fin_crit_ps": 15520,
        "worst_pin_slew_ps": 1100,
        "clock_skew_ps": 100,
        "max_slew_margin": 0.264,
        "grt_setup_unrepaired": "false",
        "timing.final.hold_violations": 0,
        "final_max_slew_viol_count": 0,
        "finalSetupTns_ps": 0,
        "fmaxAchievable_mhz": 64.4,
        "layout_worst_path_cycle_share": 0.428,
        "final-setup-viol-count": 0,
    },
    "worst_setup_path": {
        "cpMaxStageDelayCell": "and3_2",
        "arrival_ps": 16210,
        "cp-end-kind": "flop",
        "critPathLaunchType": "flop",
        "path_max_fanout": 29,
        "max_stage_delay_ps": 770,
        "worst-endpoint-required_ps": 36990,
        "worstSetupPathType": "flop to flop",
    },
    "detailed_routing": {
        "drt-initial-drc-count": 6849,
        "dr_total_vias": 65810,
        "drt.antenna.violating_nets": 0,
        "drt_pass1_iterations": 10,
        "drt-vias-per-instance": 5.85,
        "detail_route.drc_violations": 0,
        "wire_per_inst_um": 34.1,
        "routed_wirelength_mm": 384,
    },
    "clocking": {
        "clock-root-buffer": "clkbuf_16",
        "numCtsBuffers": 107,
        "clk_latency_ps": 810,
        "cts_max_path_bufs": 3,
        "post_cts_resized": 0,
        "post-cts-setup-buffer-count": 0,
        "htree_depth": 3,
        "cts_hold_buf": 0,
        "clk_pin_slew_worst_paths_ps": 110,
        "tritoncts": "done",
        "clock_sinks": 1062,
    },
    "worst_hold_path": {
        "hold_path_class": "flop to flop",
    },
    "floorplan": {
        "floorplan.die_area_mm2": 0.281,
        "core_region_area_mm2": 0.277,
        "rows": 193,
        "core_util_floorplan": 0.302,
        "num_io_pins": 75,
        "dieWidth_um": 530,
        "chipHeight_um": 530,
    },
    "layout": {
        "area_growth_pct": 13.1,
        "postLayoutCellArea_mm2": 0.0945,
        "final_cell_count_no_fill": 11248,
        "final_core_utilization": 0.341,
        "final_layout_size_suffix_gt1_frac": 0.0948,
    },
    "place": {
        "port_buffers": 74,
        "place.detailed.hpwl_mm": 251,
        "gp_congestion": 1.05,
        "place.detailed.instances": 11031,
        "post_dp_cell_area_mm2": 0.0907,
    },
    "run": {
        "warning_count": 35,
        "maxCapViolations": 0,
    },
}
[path summary, 6_finish.rpt]
path	startpoint	endpoint	slack, ps	cells after the start
setup / recovery	sp[1]	overflow	20780	41
hold reg to reg	output_data[17]	output_data[17]	490	1
setup reg to reg	sp[1]	overflow	20780	41
max in group asynchronous	rst	output_data[22]	28780	3
min in group asynchronous	rst	overflow	6990	3
hold / removal	output_data[17]	output_data[17]	490	1
[registers in the layout (all words and copies together), names as in the netlist]
name         flops
stack         1024
output_data     32
sp               5
overflow         1
[logic make-up after synthesis]
logic type                 after synthesis  share of synthesized area
xor gates and xnor gates               108                     0.0114
adders and majority gates             1311                      0.294
and+or+nand+nor                       1970                      0.116
AOI/OAI and AO/OA                     1473                      0.132
buffers and inverters                 1455                     0.0667
DFF                                   1062                      0.380
muxes                                    9                    0.00112
[per-layer routing]
metal	vias to the layer above	wire, um	track usage
li1	25937	-	-
met1	32344	121000	0.307
met2	5848	161000	0.406
met3	1616	72300	0.231
met4	65	28500	0.154
met5	-	1220	0.0352
[critical path: cells and delay by family (launching register included)]
kind | cells | cell delay (ps)
AND-OR/OR-AND | 8 | 2950
XOR/XNOR | 2 | 250
AND/OR/NAND/NOR | 8 | 3530
flip-flops | 1 | 510
buffers and inverters | 12 | 3280
adder cells (fa/ha/maj) | 11 | 4830
[through the flow]
step	setup slack (ps)	hold WS, ps
2_1_floorplan	24740	441
3_3_place_gp	20770	480
3_5_place_dp	21110	479
4_1_cts	21080	493
5_1_grt	20360	534
6_report	20780	485
[final cells by class]
type / count / area [um^2]
inverters: 990 / 3720
fillers: 27011 / 182000
diodes: 14 / 35.0
repair buffers: 403 / 3210
flip-flops and latches: 1062 / 31700
multi-input cells: 4871 / 47500
clock buffers: 130 / 2870
well taps: 3705 / 4640
clock inverters: 73 / 830
[placed cells by master, fill, tap and decap left out, drive strengths merged, types with 23 or more instances in the layout]
cell type / n
a221oi: 195
nand3: 131
a22o: 174
xor2: 44
clkinv: 59
ha: 228
a31oi: 48
nand4: 120
inv: 984
a21oi: 232
nor3: 128
buf: 329
fa: 1083
nand2: 586
edfxtp: 1024
a21o: 35
a222oi: 126
nor2: 384
nor2b: 309
dfrtp: 38
xnor2: 64
clkdlybuf4s50: 74
and3: 33
a22oi: 416
o21a: 23
o21ai: 106
and2: 199
clkbuf: 130
